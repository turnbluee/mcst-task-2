==> design/flow/design.v <==
module lifo #(
    parameter DATA_W = 10,
    parameter LIFO_SIZE = 6 
)(
    input wire write,
    input wire read,
    input wire clock,
    input wire reset,
    input wire [DATA_W-1:0] datain,
    output wire [DATA_W-1:0] dataout,
    output reg val,
    output wire full
);
    localparam COUNT_W = $clog2(LIFO_SIZE+1);
    reg [COUNT_W-1:0] count;
    reg [DATA_W-1:0] elem [LIFO_SIZE-1:0];
    reg [DATA_W-1:0] out_elem;
    assign dataout = out_elem;
    assign full = count == LIFO_SIZE;
    always @(posedge clock) begin : regs
        count <= reset ? 0 :
            write & read ? count :
            write & count < LIFO_SIZE ? count + 1 :
            read & count != 0 ? count - 1 :
            read & count == 0 ? 0 : count;
        val <= read & count != 0 ? 1 : 0;
    end
    always @(posedge clock) begin : read_write
        out_elem <= read & count != 0 ? elem[count - 1] : out_elem; 
        elem[(read ? count - 1 : count)] <= write & full == 0 ? datain : elem[(read ? count - 1 : count)];
    end
endmodule
==> design/flow/run.sh <==
#!/bin/bash
# OpenROAD 26Q1-2900-gdf79404cd8, Yosys 0.63+post, stock flow scripts
make -C /OpenROAD-flow-scripts/flow DESIGN_CONFIG=/design/flow/config.mk WORK_HOME=/design/flow/orfs finish
==> design/flow/config.mk <==
export PLATFORM = sky130hd
export DESIGN_NAME = lifo
export DESIGN_NICKNAME = lifo
export VERILOG_FILES = /design/flow/design.v
export SDC_FILE = /design/flow/constraint.sdc
export NUM_CORES = 4
export LEC_CHECK = 1
export CORE_UTILIZATION = 50
==> design/flow/constraint.sdc <==
current_design lifo

set clk_period 3.1
set clk_io_pct 0.2

create_clock -name clk0 -period $clk_period [get_ports {clock}]

set non_clock_inputs [all_inputs -no_clocks]
set_input_delay [expr $clk_period * $clk_io_pct] -clock clk0 $non_clock_inputs
set_output_delay [expr $clk_period * $clk_io_pct] -clock clk0 [all_outputs]
==> run_results.csv <==
group,metric,value,unit
logic_synthesis,synth.area.mux_share,11.61,%
power,power.share.sequential,51.4,%
cts,cts.root.buffer_cell,"clkbuf_8",
routing,avgViaCountPerCell,5.433,
cts,postCtsSetupBuffers,0,
logic_synthesis,synth-compound-area-share,5.618,%
power,total_leakage_power,1.209,nW
routing,wl,4926,um
power,power_report.internal_total,1.794,mW
routing,final_antenna_net_count,0,
logic_synthesis,async_flop_share,0,%
job,max_cap_viol_count,0,
grt,largest_net_degree_at_the_start_of_global_routing,26,
routing,avgRoutedWirePerCell,16.93,um
critical_path,worst-r2r-cell-count,7,
logic_synthesis,syn_area_per_cell,17.31,um^2
power,comb_power_share,14.3,%
critical_path,worstSetupStartpoint,"read",
routing,post-route-drc-count,0,
critical_path,arrival,2400,ps
logic_synthesis,synth_flops,74,
logic_synthesis,yosys.area_share.xor_xnor,0.5783,%
routing,drt-initial-drc-count,121,
logic_synthesis,netlist_area,3029,um^2
critical_path,cp_num_buf_inv,2,
critical_path,worstReg2RegEnd,"elem[4][4]",
logic_synthesis,total_cells_reported_by_yosys_after_synthesis,175,
place,pre_cts_ws,431.3,ps
job,warnings,28,
logic_synthesis,netlist_logic_family_top,"multiplexers",
cts,cts-buffers-inserted,9,
logic_synthesis,postSynthSeqShare,72.04,%
grt,global_route.overflow_total,0,
cts,cts-root-to-sink-buffers,2,
critical_path,crit_family,"buffers and inverters",
timing,fmax,425.7,MHz
timing,final_hold_viols,0,
power,p_sw,526.2,uW
cts,cts_tree,"yes",
power,power_density,643.0,nW/um^2
critical_path,critPathKind,"in2reg",
logic_synthesis,edf_count,70,
min_path,min_path_cells,2,
grt,grt_pass1_wl,7928,um
die,fp_util,53.37,%
grt,grt_antenna_before_repair,0,
finish,area_growth,19.12,%
timing,finalClockPeriodUsage,75.77,%
timing,tightest_slew,587.4,ps
routing,routed-via-count,1581,
power,power.total,2.320,mW
timing,setup_viol_count_final,0,
finish,layout_top_cell,"edfxtp_1",
timing,skew,6.233,ps
cts,register_clock_pin_slew_on_the_reported_worst_setup_and_hold_paths,70,ps
finish,stdcell_count,291,
min_path,min-delay-path-class,"reg2reg",
critical_path,critical_path.max_stage_delay,810,ps
cts,clkSinkCount,74,
cts,insertion_delay,340,ps
status,result_of_the_run,"complete, no violations",
critical_path,setup.worst_path.start_class,"input port",
die,die_y,79.84,um
routing,route.antenna.diode_count,0,
logic_synthesis,synth_top_flop_cell,"edfxtp_1",
place,numPlacedInstances,275,
place,place.gp.congestion,0.8485,
place,half_perimeter_wire_length_after_placement,3265,um
power,power.switching_fraction,22.68,%
die,io-pin-count,26,
power,peakVddDrop,0.4409,mV
timing,report.final.slew_viol_count,0,
logic_synthesis,syn-instance-count,175,
finish,layout_top_cells_excl_fill_tap,"edfxtp_1 (70), clkdlybuf4s50_1 (25), buf_4 (13)",
min_path,hold_worst_path_end,"out_elem[3]",
cts,ctsHtreeMaxLevel,3,
critical_path,worst-r2r-setup-slack,780,ps
die,die_width,79.84,um
die,core_region_area,5675,um^2
cts,post_cts_hold_buffer_count,0,
logic_synthesis,yosys.area_share.simple,5.370,%
die,chipArea,6374,um^2
power,clkPwrFrac,34.3,%
timing,worst_slew_margin_rel,60.84,%
logic_synthesis,fa_ha_area_share,1.652,%
logic_synthesis,yosys-stat-area,3029,um^2
logic_synthesis,ys.warnings.count,1,
routing,drt-pass1-iter-count,4,
critical_path,crit_path_cell_trace,"clkdlybuf4s50_1 -> xnor2_1 -> nand3_1 -> nor3_1 -> buf_4",
timing,postLayoutSetupSlackWorst,751.1,ps
grt,grtUsageTotal,18.83,%
logic_synthesis,count_of_different_cell_masters_after_synthesis,37,
finish,post_layout_util,63.58,%
min_path,worst_min_delay_path_startpoint,"elem[5][3]",
critical_path,critical_path_peak_fanout,18,
finish,drive_gt1_share,16.44,%
critical_path,critPathSlowestCell,"clkdlybuf4s50_1",
place,port_buffers,25,
critical_path,regToRegStartpoint,"count[1]",
cts,cts.repair.resized,0,
timing,rsz0062_at_grt,"no",
timing,post-route-min-period,2349,ps
die,placement_rows,27,
critical_path,endpoint_kind,"flop",
grt,via_count_of_the_first_global_routing_pass,1626,
critical_path,worst-endpoint-required,3160,ps
timing,setup_total_negative_slack,0,ps
==> stage by stage <==
step / area [um^2] / hold slack (ps)
4_1_cts: 3608 / 595.7
6_report: 3608 / 589.3
3_5_place_dp: 3391 / 582.7
2_1_floorplan: 3029 / 561.3
5_1_grt: 3608 / 630.0
3_3_place_gp: 3391 / 581.2
==> area by class of cell <==
cell class / count / area (um^2)
Clock buffer: 10 / 127.6
Clock inverter: 6 / 90.09
Fill cell: 390 / 2067
Inverter: 5 / 18.77
Multi-Input combinational cell: 86 / 752.0
Sequential cell: 74 / 2182
Tap cell: 72 / 90.09
Timing Repair Buffer: 38 / 347.8
==> power groups by stage <==
stage	Sequential [mW]	Combinational [mW]	Clock (mW)
5_1_grt	1.20	0.369	0.852
4_1_cts	1.19	0.337	0.810
6_report	1.19	0.332	0.795
==> sequential cells by signal, summed over array words and instances, names as in the netlist <==
name	cells
elem	60
out_elem	10
count	3
val	1
==> cell usage after synthesis (all sizes together), types with 2 or more instances <==
master	n	area (um^2)
edfxtp	70	2102
o21ai	14	70.07
nand2	12	45.04
mux2i	10	100.1
mux4	10	240.2
buf	9	72.57
a21oi	7	35.03
inv	5	18.77
dfxtp	4	80.08
ha	4	50.05
nand2b	4	25.02
nand3b	3	22.52
nor3	2	10.01
xnor2	2	17.52
==> worst reg2reg max path, cell delays in order, from the launching register on <==
cell and delay, ps:
dfxtp_1 500, inv_1 140, ha_1 300, buf_4 230
inv_1 110, or3_1 380, a21oi_1 160, buf_4 210
==> logic make-up after synthesis <==
logic type                 after synthesis
muxes                                   21
AOI/OAI and AO/OA                       29
DFF                                     74
buffers and inverters                   15
xor gates and xnor gates                 2
adders and majority gates                4
and+or+nand+nor                         30
==> layer usage <==
metal	vias to the layer above	track usage, %	share of wire, %
met5	-	0	0
met4	0	2.321	1.2
met3	8	8.585	9.2
met2	60	28.89	50
met1	749	28.59	39
li1	764	-	-
==> worst max path at each step <==
stage,cells after the start,endpoint,slack (ps)
CTS,5,elem[2][2],760
global route,7,elem[5][5],610
finish,5,elem[2][2],750
No activity file was given, so power comes from the tool's default toggle rates.
